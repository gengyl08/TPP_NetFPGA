### flow/config.mk
export PLATFORM = sky130hd
export DESIGN_NAME = fallthrough_small_fifo
export DESIGN_NICKNAME = fallthrough_small_fifo
export VERILOG_FILES = /design/flow/design.v
export SDC_FILE = /design/flow/constraint.sdc
export NUM_CORES = 4
export LEC_CHECK = 1
export CORE_UTILIZATION = 30
### flow/constraint.sdc
current_design fallthrough_small_fifo

set clk_period 24.1
set clk_io_pct 0.2

create_clock -name clk0 -period $clk_period [get_ports {clk}]

set non_clock_inputs [all_inputs -no_clocks]
set_input_delay [expr $clk_period * $clk_io_pct] -clock clk0 $non_clock_inputs
set_output_delay [expr $clk_period * $clk_io_pct] -clock clk0 [all_outputs]
### flow/design.v
`timescale 1ns/1ps
  module fallthrough_small_fifo
    #(parameter WIDTH = 72,
      parameter MAX_DEPTH_BITS = 3,
      parameter PROG_FULL_THRESHOLD = 2**MAX_DEPTH_BITS - 1)
    (
     input [WIDTH-1:0] din,      
     input          wr_en,    
     input          rd_en,    
     output [WIDTH-1:0]  dout,     
     output         full,
     output         nearly_full,
     output         prog_full,
     output reg     empty,
     input          reset,
     input          clk
     );
   reg  fifo_rd_en, empty_nxt;
   small_fifo
     #(.WIDTH (WIDTH),
       .MAX_DEPTH_BITS (MAX_DEPTH_BITS),
       .PROG_FULL_THRESHOLD (PROG_FULL_THRESHOLD))
       fifo
        (.din           (din),
         .wr_en         (wr_en),
         .rd_en         (fifo_rd_en),
         .dout          (dout),
         .full          (full),
         .nearly_full   (nearly_full),
         .prog_full     (prog_full),
         .empty         (fifo_empty),
         .reset         (reset),
         .clk           (clk)
         );
   always @(*) begin
      empty_nxt  = empty;
      fifo_rd_en = 0;
      case (empty)
         1'b1: begin
            if(!fifo_empty) begin
               fifo_rd_en = 1;
               empty_nxt  = 0;
            end
         end
         1'b0: begin
            if(rd_en) begin
               if(fifo_empty) begin
                  empty_nxt = 1;
               end
               else begin
                  fifo_rd_en = 1;
               end
            end
         end
      endcase  
   end  
   always @(posedge clk) begin
      if(reset) begin
         empty <= 1'b1;
      end
      else begin
         empty <= empty_nxt;
      end
   end
   // synthesis translate_off
   always @(posedge clk)
   begin
      if (wr_en && full) begin
         $display("%t ERROR: Attempt to write to full FIFO: %m", $time);
      end
      if (rd_en && empty) begin
         $display("%t ERROR: Attempt to read an empty FIFO: %m", $time);
      end
   end  
   // synthesis translate_on
endmodule  
// synthesis translate_off
module fallthrough_small_fifo_tester();
   reg [31:0] din = 0;
   reg        wr_en = 0;
   reg        rd_en = 0;
   wire [31:0] dout;
   wire        full;
   wire        nearly_full;
   wire        prog_full;
   wire        empty;
   reg         clk = 0;
   reg         reset = 0;
   integer     count = 0;
   always #8 clk = ~clk;
   fallthrough_small_fifo
     #(.WIDTH (32),
       .MAX_DEPTH_BITS (3),
       .PROG_FULL_THRESHOLD (4))
       fifo
        (.din           (din),
         .wr_en         (wr_en),
         .rd_en         (rd_en),
         .dout          (dout),
         .full          (full),
         .nearly_full   (nearly_full),
         .prog_full     (prog_full),
         .empty         (empty),
         .reset         (reset),
         .clk           (clk)
         );
   always @(posedge clk) begin
      count <= count + 1;
      reset <= 0;
      wr_en <= 0;
      rd_en <= 0;
      if(count < 2) begin
         reset <= 1'b1;
      end
      else if(count < 2 + 9) begin
         wr_en <= 1;
         din <= din + 1'b1;
      end
      else if(count < 2 + 8 + 4) begin
         rd_en <= 1;
      end
      else if(count < 2 + 8 + 4 + 2) begin
         din <= din + 1'b1;
         wr_en <= 1'b1;
      end
      else if(count < 2 + 8 + 4 + 2 + 8) begin
         din <= din + 1'b1;
         wr_en <= 1'b1;
         rd_en <= 1'b1;
      end
      else if(count < 2 + 8 + 4 + 2 + 8 + 4) begin
         rd_en <= 1'b1;
      end
      else if(count < 2 + 8 + 4 + 2 + 8 + 4 + 8) begin
         din <= din + 1'b1;
         wr_en <= 1'b1;
         rd_en <= 1'b1;
      end
   end  
endmodule  
// synthesis translate_on
`timescale 1ns/1ps
  module small_fifo
    #(parameter WIDTH = 72,
      parameter MAX_DEPTH_BITS = 3,
      parameter PROG_FULL_THRESHOLD = 2**MAX_DEPTH_BITS - 1
      )
    (
     input [WIDTH-1:0] din,      
     input          wr_en,    
     input          rd_en,    
     output reg [WIDTH-1:0]  dout,     
     output         full,
     output         nearly_full,
     output         prog_full,
     output         empty,
     input          reset,
     input          clk
     );
parameter MAX_DEPTH        = 2 ** MAX_DEPTH_BITS;
reg [WIDTH-1:0] queue [MAX_DEPTH - 1 : 0];
reg [MAX_DEPTH_BITS - 1 : 0] rd_ptr;
reg [MAX_DEPTH_BITS - 1 : 0] wr_ptr;
reg [MAX_DEPTH_BITS : 0] depth;
always @(posedge clk)
begin
   if (wr_en)
      queue[wr_ptr] <= din;
   if (rd_en)
      dout <=
	      // synthesis translate_off
	      #1
	      // synthesis translate_on
	      queue[rd_ptr];
end
always @(posedge clk)
begin
   if (reset) begin
      rd_ptr <= 'h0;
      wr_ptr <= 'h0;
      depth  <= 'h0;
   end
   else begin
      if (wr_en) wr_ptr <= wr_ptr + 'h1;
      if (rd_en) rd_ptr <= rd_ptr + 'h1;
      if (wr_en & ~rd_en) depth <=
				   // synthesis translate_off
				   #1
				   // synthesis translate_on
				   depth + 'h1;
      else if (~wr_en & rd_en) depth <=
				   // synthesis translate_off
				   #1
				   // synthesis translate_on
				   depth - 'h1;
   end
end
assign full = depth == MAX_DEPTH;
assign prog_full = (depth >= PROG_FULL_THRESHOLD);
assign nearly_full = depth >= MAX_DEPTH-1;
assign empty = depth == 'h0;
// synthesis translate_off
always @(posedge clk)
begin
   if (wr_en && depth == MAX_DEPTH && !rd_en)
      $display($time, " ERROR: Attempt to write to full FIFO: %m");
   if (rd_en && depth == 'h0)
      $display($time, " ERROR: Attempt to read an empty FIFO: %m");
end
// synthesis translate_on
endmodule  
### flow/run.sh
#!/bin/bash
# OpenROAD 26Q1-2900-gdf79404cd8, Yosys 0.63+post, stock flow scripts
make -C /OpenROAD-flow-scripts/flow DESIGN_CONFIG=/design/flow/config.mk WORK_HOME=/design/flow/orfs finish
==> run notes <==
Implementation numbers.

- The run finished with clean final reports.
- Of the total power, combinational logic draws 20.1%.
- The first TritonRoute pass finished after 21 iterations.
- The weighted congestion reported at the end of routability-driven placement is 0.7811.
- The endpoint kind of the worst setup timing path is a flop.
- The HPWL reported at the end of detailed placement is 28.66 mm.
- The H-tree generated during clock tree synthesis spans 3 levels.
- The total setup violations reported at the end of the flow is 0.
- For this run, the script counts the antenna cells in the layout as 0.
- 152 I/O pins were placed.
- In the CTS report, the clock slew at the register clock pins of the worst setup and hold paths is listed as 0.06 ns.
- Entering global routing, the biggest net connects 74 pins.
- Post-synthesis, Yosys gives the total cell area as 24560 um^2.
- Fill cells in the final layout number 7129.
- The count of final max-slew check failures is 0.
- The number of input and output port buffers inserted is 151.
- In this run the power spent charging and discharging nets is 0.7618 mW.
- The internal power contribution is 2.392 mW.
- For this run, asynchronously set or reset flops after synthesis account for 0%.
- The combinational family with the most area after synthesis is multiplexers.
- The worst setup path is of the in2reg kind.
- The worst path needs 7.200 ns of the cycle, external delays included.
- Endpoints failing hold in the final report were tallied at 0.
- Of the post-synthesis cell area, the part taken by muxes is 17.44%.
- For the pin with the worst max-slew slack, the measured transition is 0.8280 ns.
- Of the cells placed in the final design, the portion with a size suffix greater than 1 is 28.94%.
- Per the timing report, the most critical flop-to-flop path originates at fifo.rd_ptr[0].
- Per the slew report, the remaining headroom to the max-slew limit stands at 44.80%.
- For this run, the number of Yosys warnings is 4.
- For flop-to-flop paths, the worst setup slack is 21.06 ns.
- Of the total synthesized cell area, the portion taken by full adders, half adders and majority gates is 0.3363%.
- Of all cell types, the one taking the most synthesized area is edfxtp_1.
- The final clock period utilization by the worst path is 29.87%.
- The initial antenna violation count was 5.
- After synthesis, the design contains 975 cells according to Yosys.
- The global-route usage over all layers is 12.96%.
- The via count of the first global-routing pass is 11780.
- The clock root buffer master is clkbuf_16.
- Counting tap cells, the placed design contains a total of 2168 instances.
- The total DRC errors in the routed layout is 0.
- After global routing the overflow that remains totals 0.
- The total number of placement rows is 104.
- Setup repair after global routing left no endpoint under its margin.
- The worst hold path begins at fifo.wr_ptr[0].
- STA classifies the critical path startpoint as a primary input.
- The part of the power in registers is 45.9%.
- According to the floorplan report, the die height is 288.1 um.
- The achievable frequency is 138.9 MHz.
- In this run the worst hold path is classified as reg2reg.
- Summed over its instances, the top area cell type makes up 79.24% of the synthesized netlist area.
- The remaining antenna violation count after routing is 0.
- The post-synthesis share of cell area spent on xor and xnor gates is 0.1783%.
- The arrival time at the worst endpoint is 7.43 ns.
- The total via count after detailed routing is 10520.
- The switching share of power is 24.16%.
- Among all flip-flop cells after synthesis, the most frequent one is edfxtp_1.
- The area growth from synthesis to layout is 21.19%.
- The highest supply drop recorded on VDD is 66.89 uV.
- After Yosys synthesis, AND-OR and OR-AND compound gates account for 0.2038% of the synthesized area.
- The endpoint identified for the worst register-to-register timing path is fifo.dout[6].
- For the worst-skew pair, the clock arrives at the later sink with an insertion delay of 0.62 ns.
- The max-capacitance violation count is 0.
- Cells fill 36.83% of the core in the end.
- After clock tree synthesis, the setup repair step added 0 buffers.
- By area the synthesized netlist is led by edfxtp_1 (79%), mux4_2 (13%), mux2_4 (3.1%).
- The cell area power density is 106.0 nW/um^2.
- The OpenROAD warning count is 25.
- The synthesized design contains 648 enable-type register cells.
- The report puts the hold buffer count at CTS at 0.
- The multi-input combinational cell area is 4664 um^2.
- The required time at the endpoint of the critical path is 24.33 ns.
- The sum of negative setup slack is 0 ns.
- The worst-case clock buffer depth is 3.
- The floorplan step records an initial core utilization of 30.39%.
- The worst clock skew on the final layout is 0.01935 ns.
- The clock network fraction of total power is 34.1%.
- For this design the static power due to leakage is 9.259 nW.
- The wire length reported by the detailed router is 48.74 mm.
- The first global-routing pass estimated 73.93 mm of wire.
- For this sky-water flow run, the detailed-routed wirelength per cell is reported as 21.22 um.
- In this run the cell area of the synthesized design comes to 24560 um^2.
- The number of register bits inferred by synthesis is 659.
- Post-CTS repair changed the size of 0 cells.
- TritonCTS built the clock tree.
- Hold analysis lists the worst path endpoint as fifo.wr_ptr[0].
- The worst reg-to-reg path cell count is 4.
- The total die size is 83000 um^2.
- After synthesis, the mean cell area works out to 25.19 um^2.
- The final instance count without filler cells is 2297.
- The first routing iteration left 563 violations.
- The cell count of the worst hold path is 2.
- Yosys mapped the design onto 33 distinct sky130hd cell types.
- Clock tree synthesis inserted a total of 72 buffers.
- The total number of clock tree sinks is 659.
- The maximum fanout encountered on the critical timing path is 34.
- The simple-gate share of the synthesized area is 0.6114%.
- The width of the die is 288.1 um.
- The cell count after synthesis is 975.
- In the Yosys report, the sequential cells make up 80.13% of the chip area.
- The area taken by flip-flops and latches is 19690 um^2.
- In this run the standard cell core region covers 80810 um^2.
- The via count normalized by instance count is 4.578.
[sequential cells by signal (all words and copies together), names as in the netlist]
signal	flops
fifo.queue	576
fifo.rd_ptr	3
fifo.depth	4
empty	1
fifo.wr_ptr	3
fifo.dout	72
[kinds of logic (layout without fill, tap and decap cells)]
| family | count (synthesis) | count (layout) |
|---|---|---|
| flops | 659 | 659 |
| mux | 220 | 220 |
| buf+inv | 45 | 307 |
| simple gates | 32 | 32 |
| compound gates | 8 | 8 |
| fa+ha+maj | 6 | 6 |
| xor+xnor | 5 | 5 |
[worst max path at each step]
stage | depth (start not counted) | to | startpoint
final | 6 | fifo.queue[0][46] | wr_en
after global routing | 6 | fifo.queue[0][46] | wr_en
after CTS | 6 | fifo.queue[0][46] | wr_en
[layer usage]
| layer | part of all wire (%) | track usage, % |
|---|---|---|
| met1 | 36 | 16.35 |
| met4 | 2.1 | 2.553 |
| met5 | 0.11 | 0 |
| met3 | 11 | 7.130 |
| met2 | 50 | 20.49 |
[through the flow]
step	worst slack [ns]	area (um^2)	hold slack [ns]	power, mW
global route	16.71	29760	0.5669	3.301
finish	16.90	29760	0.5268	3.154
detailed placement	16.25	27400	0.5254	2.125
floorplan	13.69	24560	0.4740	1.837
CTS	16.89	29760	0.5361	3.213
global placement	16.32	27400	0.5303	2.126
[Yosys cell counts (all sizes together) (3+ instances only)]
cell / number
buf: 31
nand2b: 4
a21oi: 3
ha: 5
edfxtp: 648
nand2: 3
mux2: 73
clkbuf: 12
dfxtp: 11
mux2i: 3
nor2: 18
mux4: 144
xnor2: 3
[layout by cell type, fill, tap and decap left out, drive strengths merged, types with 2 or more instances in the layout]
cell type | Yosys | routed
mux2i | 3 | 3
inv | 2 | 5
mux2 | 73 | 73
edfxtp | 648 | 648
clkdlybuf4s50 | 0 | 151
ha | 5 | 5
clkinv | 0 | 30
mux4 | 144 | 144
nand2b | 4 | 4
a21oi | 3 | 3
nand2 | 3 | 3
clkinvlp | 0 | 6
nor2 | 18 | 18
bufinv | 0 | 6
nor3 | 2 | 2
buf | 31 | 25
xnor2 | 3 | 3
dfxtp | 11 | 11
clkbuf | 12 | 84
xor2 | 2 | 2
[area by class of cell]
type / count / share of cell area (%)
Clock inverter: 45 / 1.648
Tap cell: 1060 / 4.456
Sequential cell: 659 / 66.16
Clock buffer: 84 / 6.277
Inverter: 2 / 0.03363
Multi-Input combinational cell: 271 / 15.67
Timing Repair Buffer: 176 / 5.751
[critical path: stages]
cell and delay, ns:
clkdlybuf4s50_1 0.46, buf_4 0.14, nand2b_1 0.23, nor3_2 0.52, buf_4 0.62, buf_4 0.60
[power groups by stage]
stage,combinational (mW),clock [mW],sequential (mW)
after CTS,0.656,1.10,1.45
after global routing,0.690,1.15,1.46
final,0.632,1.07,1.45
Power figures rest on the tool's default switching activity, not on a simulated workload.
